===== ./design.v =====
`timescale 1ns / 1ps
`timescale 1ns / 1ps
module display(
		input wire CLK,
		input wire RST,
		input wire [3:0] SW,
		output reg [7:0] DISP
    );
always @(posedge CLK) begin
	if(!RST) begin
		DISP <= 8'b11111111;
	end else begin
		case(SW)
			4'b1111 : DISP[6:0] <= 7'b1000000;
			4'b1110 : DISP[6:0] <= 7'b1111001;
			4'b1101 : DISP[6:0] <= 7'b0100100;
			4'b1100 : DISP[6:0] <= 7'b0110000;
			4'b1011 : DISP[6:0] <= 7'b0011001;
			4'b1010 : DISP[6:0] <= 7'b0010010;
			4'b1001 : DISP[6:0] <= 7'b0000010;
			4'b1000 : DISP[6:0] <= 7'b1111000;
			4'b0111 : DISP[6:0] <= 7'b0000000;
			4'b0110 : DISP[6:0] <= 7'b0010000;
			default : DISP[6:0] <= 7'b1111111;
		endcase
		DISP[7] <= 1'b1;
	end
end
endmodule
`timescale 1ns / 1ps
module rom(
		input wire CLK,
		input wire RST,
		input wire [3:0] SW,
		output reg [23:0] color
    );
always @(posedge CLK) begin
	if(!RST) begin
		color <= 24'h00_00_00;
	end else begin
		case(SW)
			4'b1111 : color <= 24'hFF_FF_FF;
			4'b1110 : color <= 24'hFF_00_00;
			4'b1101 : color <= 24'h00_FF_00;
			4'b1100 : color <= 24'h00_00_FF;
			4'b1011 : color <= 24'hFF_FF_00;
			4'b1010 : color <= 24'hFF_00_FF;
			4'b1001 : color <= 24'h00_FF_FF;
			4'b1000 : color <= 24'hCE_F6_0A;
			4'b0111 : color <= 24'h55_55_55;
			4'b0110 : color <= 24'hAA_AA_AA;
			default : color <= 24'h00_00_00;
		endcase
	end
end
endmodule
`timescale 1ns / 1ps
module led_driver(
		input wire CLK,
		input wire RST,
		input wire [23:0] rgb_data,
		output reg DATA
    );
parameter TH = 10;
parameter TL = 5;
parameter TP = 15;
parameter TR = 780;  
parameter LED_NUM = 7;
reg [11:0] bit_counter;
reg [4:0] rgb_counter;
reg [4:0] led_counter;
localparam STATE_DATA = 0;
localparam STATE_RESET = 1;
reg [1:0] state;
always @(posedge CLK) begin
	if(!RST) begin
		state <= STATE_RESET;
		bit_counter <= TR;
		led_counter <= LED_NUM - 1;
		DATA <= 0;
	end
	else begin
		case(state)
			STATE_RESET : begin
				rgb_counter <= 5'd23;
				led_counter <= LED_NUM - 1;
				DATA <= 0;
				bit_counter <= bit_counter - 1;
				if(bit_counter == 0) begin
					state <= STATE_DATA;
					bit_counter <= TP;
				end
			end
			STATE_DATA : begin
				if(rgb_data[rgb_counter]) begin
					DATA <= bit_counter > (TP - TH);
				end
				else begin
					DATA <= bit_counter > (TP - TL);
				end
				bit_counter <= bit_counter - 1;
				if(bit_counter == 0) begin
					bit_counter <= TP;
					rgb_counter <= rgb_counter - 1;
					if(rgb_counter == 0) begin
						rgb_counter <= 5'd23;
						bit_counter <= TP;
						led_counter <= led_counter - 1;
						if(led_counter == 0) begin
							state <= STATE_RESET;
							led_counter <= LED_NUM - 1;
							bit_counter <= TR;
						end
					end
				end
			end
		endcase
	end
end
endmodule
module ws2812b(
		input CLK,
		input RST,
		input [3:0] SW,
		output [7:0] DISP,
		output [2:0] DISP_SEG,
		output LED
    );
wire [23:0] color;
assign DISP_SEG[0] = 1'b0;
assign DISP_SEG[1] = 1'b1;
assign DISP_SEG[2] = 1'b1;
display display_control(
		.CLK(CLK),
		.RST(RST),
		.SW(SW),
		.DISP(DISP)
	);
rom rom_internal(
		.CLK(CLK),
		.RST(RST),
		.SW(SW),
		.color(color)
	);
led_driver led_driver_internal(
		.CLK(CLK),
		.RST(RST),
		.rgb_data(color),
		.DATA(LED)
	);
endmodule

===== ./run.sh =====
#!/bin/bash
# OpenROAD 26Q1-2900-gdf79404cd8, Yosys 0.63+post, stock flow scripts
make -C /OpenROAD-flow-scripts/flow DESIGN_CONFIG=/design/flow/config.mk WORK_HOME=/design/flow/orfs finish

===== ./config.mk =====
export PLATFORM = sky130hd
export DESIGN_NAME = ws2812b
export DESIGN_NICKNAME = ws2812b
export VERILOG_FILES = /design/flow/design.v
export SDC_FILE = /design/flow/constraint.sdc
export NUM_CORES = 4
export LEC_CHECK = 1
export CORE_UTILIZATION = 40

===== ./constraint.sdc =====
current_design ws2812b

set clk_period 2.8
set clk_io_pct 0.2

create_clock -name clk0 -period $clk_period [get_ports {CLK}]

set non_clock_inputs [all_inputs -no_clocks]
set_input_delay [expr $clk_period * $clk_io_pct] -clock clk0 $non_clock_inputs
set_output_delay [expr $clk_period * $clk_io_pct] -clock clk0 [all_outputs]

==> flow_results.org <==
#+TITLE: Implementation results

** Run status
- Run status :: finished, final reports clean

** STA
- Worst setup skew after layout :: 8.358 ps
- The final timing report derives a shortest allowable period of 2168 ps.
- Hold timing on the final database bottoms out at a slack of 461.1 ps.
- Pins over their slew limit in the final report were tallied at 0.
- The worst path uses 77.44% of the clock period.
- Endpoints failing hold in the final report were tallied at 0.
- Accumulated negative setup slack :: 0 ps
- Slew at the pin closest to its max-slew limit :: 588.2 ps
- Slew margin rel. :: 60.52%
- Setup-violating endpoint count in the final report :: 0
- Setup repair after global routing left no endpoint under its margin.
- Maximum clock frequency :: 461.2 MHz

** Global routing
- Congestion Overflow GR :: 0
- Initial antenna violation count :: 0
- Entering global routing, the biggest net connects 30 pins.
- Number of global-route vias before repair :: 1,535
- GRT Util Overall :: 15.19%
- For met1 alone, demand over resource in global routing was 24.49%.
- The global routing report lists met3 layer usage as 3.465%.
- Most Crowded Layer GR :: met1
- On met2, the global router reports a usage of 21.50%.
- The first global-routing pass estimated 7.231 mm of wire.

** Placed design
- # port buffers :: 13
- Count of placed standard cells including taps :: 340
- DP Wirelength :: 3.058 mm
- After its last routability iteration, the placer logged a weighted congestion of 0.9433.

** Layout
- Layout cell share with drive strength beyond 1 :: 6.884%
- Once layout is complete, the utilization of the core stands at 46.06%.
- Excluding fillers, the count of instances in the completed layout stands at 348.
- Per the cell usage report, the commonest logic cell in the layout is sky130_fd_sc_hd__dfxtp_1.
- Ranking logic cells in the layout by count gives the top entries sky130_fd_sc_hd__dfxtp_1, sky130_fd_sc_hd__nand2_1, sky130_fd_sc_hd__nor2_1.
- Layout Area Growth over Synthesis :: 11.56%

** Synthesis
- The synthesis report gives the async set-or-reset register share as 0%.
- Post-synthesis instance total :: 263
- The warning tally printed by Yosys for this design is 3.
- Register share after synthesis :: 40.07%
- Unique cell types :: 51
- Commonest register cell after synthesis :: sky130_fd_sc_hd__dfxtp_1
- Count of instantiated cells in the yosys netlist :: 263
- Chip area line of the yosys report :: 2273 um2
- The post-synth register bit count is 43.
- Largest cells by area :: sky130_fd_sc_hd__dfxtp_1, sky130_fd_sc_hd__ha_1, sky130_fd_sc_hd__edfxtp_1, sky130_fd_sc_hd__nand2_1, sky130_fd_sc_hd__nor2_1
- Averaged over all synthesized cells, the footprint is 8.644 um2.
- Looking at area per cell type in the netlist, the leader is sky130_fd_sc_hd__dfxtp_1.
- Of the post-synthesis cell area, the dominant cell type holds 33.46%.
- In this run, synthesis inferred 5 flip-flops with an integrated enable.
- Cell area after technology mapping :: 2273 um2

** Critical path
- Kind of end point of the critical path :: flip-flop
- Path type of the worst setup path :: flip-flop to flip-flop
- Buffer and inverter count on the worst path :: 1
- In this run the worst path has a maximum fanout of 9.
- CP Launch Type :: flip-flop
- Kind of cell adding the most delay to the critical path :: simple AND/OR/NAND/NOR gates
- Required time at the worst-slack endpoint :: 3040 ps
- Longest individual stage delay on the worst path :: 610 ps
- The data arrival time reported for the critical path is 2410 ps.
- Max stage delay cell, worst path :: sky130_fd_sc_hd__o21ai_1
- Series of cell instances along the critical path :: inv_1 > ha_1 > nor3b_1 > nand4b_1 > o21ai_1 > nand3b_1

** Floorplanning
- Vertical die size :: 77.39 um
- The die is 77.39 um wide.
- Cell row count :: 27
- According to the I/O placement log, the pin count is 18.
- In the floorplan report the effective utilization is 41.29%.
- Area of the placeable core :: 5507 um2
- The chip occupies 5989 um2.

** Run
- In this run the tools logged warnings totalling 34.
- Max-cap violations in this run came to 0.

** Drt
- The DRC violation total left in the routed layout is recorded as 0.
- The final layout contains routed wiring with a total length of 4.235 mm.
- According to the report, the first pass of detailed routing completed in 4 iterations.
- 0 antenna diodes ended up in the layout.
- TritonRoute output was used to compute an average wire per cell of 12.17 um.
- Detailed routing inserted a total of 1,751 vias.
- Using the TritonRoute via totals, the vias-per-cell ratio works out to 5.032.
- Number of routed nets with antenna violations :: 0
- In this run, the number of DRC markers left after iteration 0 of detailed routing was 84.

** Pwr
- The final power report lists total power as 1184 uW.
- Worst voltage drop across the vdd grid :: 0.2091 mV
- Leakage Power :: 0.001018 uW
- In this run the power density over the cells is 466.7 nW/um2.

** Clock network
- CTS reports a maximum clock tree buffer depth of 2.
- H-tree level count :: 2
- TritonCTS built the clock tree.
- Count of hold-fix buffers inserted at cts :: 0
- Clock-pin slew reported for the worst setup and hold paths after clock tree synthesis :: 90 ps
- Buffers added to address setup during post-CTS repair amount to 0.
- Clock latency on the worst-skew pair, taken at its later pin, is 300 ps.
- TritonCTS created 5 clock buffers.
- Post-CTS repair ended up resizing 0 cells.
- Cell at the root of the clock tree :: sky130_fd_sc_hd__clkbuf_8
- The tree built by TritonCTS fans out to 43 sinks.

** Worst hold path
- Worst hold path type :: flip-flop to flip-flop
state kept, by name (all words and copies together) (netlist names):
register,cells
display_control.DISP,7
led_driver_internal.DATA,1
led_driver_internal.bit_counter,12
led_driver_internal.led_counter,5
led_driver_internal.rgb_counter,5
led_driver_internal.state,2
rom_internal.color,11
cell families (layout without fill, tap and decap cells):
| kind of cell | after synthesis | after routing | share of synthesized area [%] |
|---|---|---|---|
| and+or+nand+nor | 107 | 107 | 24.82 |
| AOI/OAI and AO/OA | 58 | 58 | 16.35 |
| DFF | 43 | 43 | 40.07 |
| buffers and inverters | 25 | 36 | 5.118 |
| adders and majority gates | 13 | 13 | 7.155 |
| xor gates and xnor gates | 10 | 10 | 3.852 |
| muxes | 5 | 5 | 2.311 |
| other | 2 | 4 | 0.3303 |
worst min-delay path: cells and delay by family (launching register included):
| kind | cells | cell delay [ps] |
|---|---|---|
| DFF | 1 | 330 |
| and+or+nand+nor | 2 | 100 |
synthesized netlist by cell type, types with 2 or more instances:
cell and n:
sky130_fd_sc_hd__mux2i_1 3, sky130_fd_sc_hd__inv_1 12, sky130_fd_sc_hd__mux2_2 2, sky130_fd_sc_hd__nand2b_1 10, sky130_fd_sc_hd__conb_1 2, sky130_fd_sc_hd__a31oi_1 2, sky130_fd_sc_hd__nor2b_1 10, sky130_fd_sc_hd__nand3b_1 2
sky130_fd_sc_hd__o21ai_0 15, sky130_fd_sc_hd__a21boi_0 10, sky130_fd_sc_hd__o22ai_1 2, sky130_fd_sc_hd__or4_4 2, sky130_fd_sc_hd__o221ai_1 2, sky130_fd_sc_hd__clkbuf_1 8, sky130_fd_sc_hd__buf_4 4, sky130_fd_sc_hd__nor3b_1 3
sky130_fd_sc_hd__edfxtp_1 5, sky130_fd_sc_hd__nand2_1 29, sky130_fd_sc_hd__a211o_1 2, sky130_fd_sc_hd__nor4b_1 2, sky130_fd_sc_hd__dfxtp_1 38, sky130_fd_sc_hd__nor2_2 2, sky130_fd_sc_hd__xnor2_1 5, sky130_fd_sc_hd__and2_1 2
sky130_fd_sc_hd__nor3_1 6, sky130_fd_sc_hd__nand3_1 5, sky130_fd_sc_hd__xor2_1 5, sky130_fd_sc_hd__ha_1 13, sky130_fd_sc_hd__o211ai_1 2, sky130_fd_sc_hd__a21oi_1 14, sky130_fd_sc_hd__nor2_1 24
through the flow:
stage | cell area [um2] | setup WS, ps
final | 2536 | 631.6
after global routing | 2536 | 479.0
after CTS | 2536 | 647.0
after detailed placement | 2452 | 548.9
after global placement | 2452 | 629.4
after floorplan | 2281 | 836.3
area by class of cell:
type	count	area, um2
Fill cell	554	2970
Multi-Input combinational cell	197	1254
Clock buffer	6	72.57
Clock inverter	2	11.26
Inverter	12	45.04
Sequential cell	43	910.9
Timing Repair Buffer	16	152.6
Tap cell	72	90.09
path summary, 6_finish.rpt:
path                                            from                                 end  slack (ps)  depth (start not counted)
setup reg to reg  led_driver_internal.bit_counter[0]  led_driver_internal.bit_counter[3]         630                          6
hold reg to reg   led_driver_internal.led_counter[4]  led_driver_internal.led_counter[4]         460                          2
hold / removal    led_driver_internal.led_counter[4]  led_driver_internal.led_counter[4]         460                          2
setup / recovery  led_driver_internal.bit_counter[0]  led_driver_internal.bit_counter[3]         630                          6
power breakdown:
| group | leakage [uW] | switching, uW | total (uW) | internal [uW] |
|---|---|---|---|---|
| combinational | 0.000624 | 67.4 | 132 | 65.0 |
| clock | 0.0000455 | 208 | 383 | 175 |
| sequential | 0.000349 | 20.6 | 669 | 648 |
routing by layer:
| metal | part of all wire, % | up-vias |
|---|---|---|
| met5 | 0 | - |
| met1 | 51 | 793 |
| met3 | 4.6 | 6 |
| met4 | 1.5 | 0 |
| li1 | - | 924 |
| met2 | 42 | 28 |
Power and IR drop assume default switching activity.
